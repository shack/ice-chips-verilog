$ cat design/flow/config.mk
export PLATFORM = sky130hd
export DESIGN_NAME = ttl_74181
export DESIGN_NICKNAME = ttl_74181
export VERILOG_FILES = /design/flow/design.v
export SDC_FILE = /design/flow/constraint.sdc
export NUM_CORES = 4
export LEC_CHECK = 1
export CORE_AREA = 10 10 70 70
export DIE_AREA = 0 0 80 80
$ cat design/flow/constraint.sdc
current_design ttl_74181

set clk_period 3.2
set clk_io_pct 0.2

create_clock -name clk0 -period $clk_period

set non_clock_inputs [all_inputs -no_clocks]
set_input_delay [expr $clk_period * $clk_io_pct] -clock clk0 $non_clock_inputs
set_output_delay [expr $clk_period * $clk_io_pct] -clock clk0 [all_outputs]
$ cat design/flow/design.v
`timescale 1ns/1ps
`default_nettype none
module ttl_74181 #(parameter WIDTH = 4, DELAY_RISE = 0, DELAY_FALL = 0)
(
  input [3:0] Select,
  input Mode,
  input C_in,
  input [WIDTH-1:0] A_bar,
  input [WIDTH-1:0] B_bar,
  output CP_bar,
  output CG_bar,
  output Equal,
  output C_out,
  output [WIDTH-1:0] F_bar
);
reg CP_computed;
reg CG_computed;
wire Equal_computed;
reg C_computed;
reg [WIDTH-1:0] F_computed;
wire [WIDTH-1:0] P_internal;
wire [WIDTH-1:0] G_internal;
wire [WIDTH-1:0] C_internal;
wire [WIDTH-1:0] CG_internal;
generate
  genvar i;
  for (i = 0; i < WIDTH; i = i + 1)
  begin: gen_internals
    wire [WIDTH-1:0] C_and_P_term;
    wire [WIDTH-1:0] P_and_G_term;
    wire [WIDTH-1:0] G_term;
    assign P_internal[i] = ~(A_bar[i] & ~B_bar[i] & Select[2] | A_bar[i] & B_bar[i] & Select[3]);
    assign G_internal[i] = ~(A_bar[i] | B_bar[i] & Select[0] | ~B_bar[i] & Select[1]);
    if (i == 0)
    begin
      assign C_and_P_term[i] = C_in & !Mode;
    end
    else
    begin
      localparam i_minus_1 = i - 1;
      assign C_and_P_term[i] = C_in & (&P_internal[i_minus_1:0]) & !Mode;
      assign G_term[i] = G_internal[i_minus_1] & !Mode;
      if (i > 1)
      begin
        genvar j;
        for (j = 0; j < i_minus_1; j = j + 1)
        begin: gen_P_and_G_term
          localparam j_plus_one = j + 1;
          assign P_and_G_term[j] = (&P_internal[i_minus_1:j_plus_one]) & G_internal[j] & !Mode;
        end
      end
    end
    if (i == 0)
    begin
      assign C_internal[i] = ~C_and_P_term[i];
    end
    else if (i == 1)
    begin
      assign C_internal[i] = ~(C_and_P_term[i] | G_term[i]);
    end
    else
    begin
      assign C_internal[i] = ~(C_and_P_term[i] | (|P_and_G_term[(i - 2):0]) | G_term[i]);
    end
    if (i < WIDTH - 1)
    begin
      assign CG_internal[i] = (&P_internal[(WIDTH - 1):(i + 1)]) & G_internal[i];
    end
    else
    begin
      assign CG_internal[i] = G_internal[i];
    end
  end
endgenerate
always @(*)
begin
  CP_computed = ~(&P_internal);
  CG_computed = ~(|CG_internal);
  C_computed = C_in & (&P_internal) | (|CG_internal);
  F_computed = P_internal ^ G_internal ^ C_internal;
end
assign Equal_computed = &F_computed;
assign #(DELAY_RISE, DELAY_FALL) CP_bar = CP_computed;
assign #(DELAY_RISE, DELAY_FALL) CG_bar = CG_computed;
assign #(DELAY_RISE, DELAY_FALL) Equal = Equal_computed;
assign #(DELAY_RISE, DELAY_FALL) C_out = C_computed;
assign #(DELAY_RISE, DELAY_FALL) F_bar = F_computed;
endmodule
$ cat design/flow/run.sh
#!/bin/bash
# OpenROAD 26Q1-2900-gdf79404cd8, Yosys 0.63+post, stock flow scripts
make -C /OpenROAD-flow-scripts/flow DESIGN_CONFIG=/design/flow/config.mk WORK_HOME=/design/flow/orfs finish
==> impl_metrics.toml <==
# flow metrics
[timing]
setup_tns_ns = 0
worstMarginPinSlew_ns = 0.318
fin_crit_ns = 3.09
maxSlewViolCount = 0
setup_violations = 0
rsz0062_at_grt = "no"
fmax_mhz = 324
finalClockPeriodUsage_pct = 96.5
fin_ws_ns = 0.111
slew_headroom_pct = 78.7
final_hold_viol_count = 0

[global_routing]
gr-total-overflow = 0
track_usage_pct = 5.52
grt_pass1_vias = 676
grt_first_pass_wirelength_um = 2990
grt_max_degree = 7
antenna_found_initial = 0

[detailed_routing]
dr.first_iter.drc_count = 19
firstDrtPassIters = 4
drc_errors = 0
diodes = 0
wire_per_inst_um = 10.8
viasPerCell = 4.28
finalWirelength_um = 1680
ant_nets = 0
num_vias = 667

[setup_path]
critical-path-top-delay-family = "buffers and inverters"
cp_slowest_stage_delay_ns = 0.41
endpoint_kind = "primary output"
cp_num_buf_inv = 3
arrival_ns = 2.45
critPathLaunchType = "input port"
cp_slowest_cell = "clkdlybuf4s50_1"
required_ns = 2.56
cp_max_fo = 6
crit_chain = "dlygate4sd2_1 -> buf_4 -> a211o_1 -> a311oi_2 -> o31a_1 -> nor2_1 -> clkdlybuf4s50_1"
crit_type = "in2out"

[final_layout]
seqCellArea_um2 = 0
layout-drive-gt1-share_pct = 38.2
flops = 0
area.growth.synth_to_final_pct = 105
final_cell_mix = "buf_4 (24), nand2_1 (11), clkdlybuf4s50_1 (11)"
fillers = 386
layout.cells.most_common = "buf_4"
clock_buffers = 0
postLayoutCellArea_um2 = 951
fin_cells = 156
logic_area_um2 = 472

[yosys]
top_logic_kind = "AND-OR/OR-AND gates"
ys_sh_aoi_pct = 38.1
xor_share_pct = 3.78
simple_gate_area_share_pct = 29.2
fa_ha_area_share_pct = 0
yosys_cells = 64
seq_area_frac_synth_pct = 0
ys_types = 31
synth_cells = 64
ys_area_um2 = 463
ys_warn_count = 1
synth_area_um2 = 463
syn_avg_cell_area_um2 = 7.23
synthMuxAreaShare_pct = 24.1

[power]
finalPower_mw = 0.146
ir_drop_v = 0.0000691
leakage_nw = 0.447
power-per-cell-area_nw_per_um2 = 154

[place]
dp_slack_ns = -0.389
dpl.hpwl_um = 1490
port_buffers = 22
placed_area_um2 = 921
place.gp.congestion = 0.818
dp.cells = 156

[hold_path]
min_path_cells = 5
hp-class = "in2out"
hold_path.startpoint = "A_bar[2]"
holdPathEnd = "Equal"

[cts]
hold_buffers = 0
cts_setup_buffers = 0

[floorplan]
ios = 22
dieArea_um2 = 6400
rows = 21
die_w_um = 80
die_y_um = 80
coreArea_um2 = 3420
fp_util_pct = 13.6

[outcome]
status = "complete, no violations"

[flow_run]
tool_warnings = 32
cap_violations = 0
[worst min-delay path: stages]
cell and delay (ns):
dlymetal6s2s_1 0.13, mux4_2 0.25, a221o_1 0.14, a2111oi_2 0.07, clkdlybuf4s15_1 0.17
[synth_stat cells (2+ instances only)]
| cell | count | share of area, % |
|---|---|---|
| a21o_2 | 2 | 3.8 |
| nand2_1 | 11 | 8.9 |
| nor2b_1 | 3 | 4.1 |
| mux2_2 | 2 | 4.9 |
| nor2_1 | 3 | 2.4 |
| nand3_1 | 2 | 2.2 |
| inv_1 | 6 | 4.9 |
| a211oi_1 | 3 | 4.9 |
| and4b_1 | 2 | 4.3 |
| o21ai_0 | 3 | 3.2 |
| a21oi_1 | 3 | 3.2 |
| mux2i_1 | 4 | 8.6 |
| nand4_1 | 2 | 2.7 |
[cells by family (layout without fill, tap and decap cells)]
| family | count (synthesis) | after routing |
|---|---|---|
| xor+xnor | 2 | 2 |
| buf+inv | 6 | 52 |
| mux | 8 | 8 |
| simple gates | 26 | 26 |
| compound gates | 22 | 22 |
[power by group]
group          internal, mW  total (mW)  switching [mW]  leakage [nW]
Combinational        0.0897       0.146          0.0567         0.447
Clock                     0           0               0             0
Sequential                0           0               0             0
[worst max path at each step]
| stage | from | endpoint | slack [ns] | cells past startpoint |
|---|---|---|---|---|
| CTS | A_bar[2] | Equal | 0.006 | 5 |
| global route | B_bar[1] | F_bar[3] | 0.005 | 7 |
| finish | Select[0] | F_bar[3] | 0.11 | 7 |
[per-stage QoR]
| stage | hold WS, ns | util, % |
|---|---|---|
| 2_1_floorplan | 1.38 | - |
| 3_3_place_gp | 2.33 | 27.0 |
| 6_report | 2.04 | 27.8 |
| 5_1_grt | 2.13 | 27.8 |
| 3_5_place_dp | 2.32 | 27.0 |
| 4_1_cts | 2.25 | 27.6 |
[cell type report]
| class | count | share of cell area [%] |
|---|---|---|
| inverter | 6 | 2.37 |
| multi-input combinational | 58 | 49.6 |
| tap | 46 | 6.05 |
| timing repair buffer | 46 | 42.0 |
[what timing repair did]
item                       CTS  global route
gates resized               19             4
setup endpoints to repair    5             6
pin swaps                    3             1
[metal layers]
metal	track usage, %	share of wire (%)	vias up
li1	-	-	344
met1	7.47	50	308
met2	8.99	43	15
met3	1.59	6.8	0
met4	0	0	0
met5	0	0	-
Power is estimated from default activity; no workload was simulated.

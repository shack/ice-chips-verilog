==> flow/design.v <==
`timescale 1ns/1ps
`default_nettype none
module ttl_74154 #(parameter WIDTH_OUT = 16, WIDTH_IN = $clog2(WIDTH_OUT),
                   DELAY_RISE = 0, DELAY_FALL = 0)
(
  input Enable1_bar,
  input Enable2_bar,
  input [WIDTH_IN-1:0] A,
  output [WIDTH_OUT-1:0] Y
);
reg [WIDTH_OUT-1:0] computed;
integer i;
always @(*)
begin
  for (i = 0; i < WIDTH_OUT; i++)
  begin
    if (!Enable1_bar && !Enable2_bar && i == A)
      computed[i] = 1'b0;
    else
      computed[i] = 1'b1;
  end
end
assign #(DELAY_RISE, DELAY_FALL) Y = computed;
endmodule
==> flow/run.sh <==
#!/bin/bash
# OpenROAD 26Q1-2900-gdf79404cd8, Yosys 0.63+post, stock flow scripts
make -C /OpenROAD-flow-scripts/flow DESIGN_CONFIG=/design/flow/config.mk WORK_HOME=/design/flow/orfs finish
==> flow/config.mk <==
export PLATFORM = sky130hd
export DESIGN_NAME = ttl_74154
export DESIGN_NICKNAME = ttl_74154
export VERILOG_FILES = /design/flow/design.v
export SDC_FILE = /design/flow/constraint.sdc
export NUM_CORES = 4
export LEC_CHECK = 1
export CORE_AREA = 10 10 70 70
export DIE_AREA = 0 0 80 80
==> flow/constraint.sdc <==
current_design ttl_74154

set clk_period 1.5
set clk_io_pct 0.2

create_clock -name clk0 -period $clk_period

set non_clock_inputs [all_inputs -no_clocks]
set_input_delay [expr $clk_period * $clk_io_pct] -clock clk0 $non_clock_inputs
set_output_delay [expr $clk_period * $clk_io_pct] -clock clk0 [all_outputs]
==> notes.md <==
Item: results of the latest flow run.

- The flow ran to the end, and the final reports show no timing, DRC or antenna violations.
- The first detailed-routing pass ran for 3 iterations.
- After layout, the minimum clock period comes to 1470 ps.
- The largest vdd supply drop is 0.0000173 V.
- The achievable clock frequency is 680 MHz.
- The count of cell types in the netlist is 8.
- Of the total power, combinational logic draws 1.000.
- The worst setup path is launched from a primary input.
- The setup slack after placement is -602 ps.
- The total number of placement rows is 21.
- Of the synthesized area, sequential elements account for 0.
- The largest single stage delay on the critical path is 350 ps.
- The arrival time at the worst endpoint is 1170 ps.
- The summed instance area of the synthesized netlist is 145 µm².
- Summing over the stages, the warning tally comes to 34.
- In this run the vertical extent of the chip is 80 µm.
- Setup repair after global routing could not meet its margin everywhere.
- The setup violation total in the final timing report is 0.
- The number of clock buffers in the layout is 0.
- The global router's overall resource usage is 0.0293.
- In the synthesized netlist, the number of instances is 23.
- The min-delay analysis places its worst path in the category primary input to output port.
- The number of fill cells is 389.
- The floorplan core density is 0.0425.
- In the synthesized netlist, the cells that appear most often are sky130_fd_sc_hd__nand2_1, sky130_fd_sc_hd__nand3_1, sky130_fd_sc_hd__nor2b_1.
- After synthesis, the chip area reported by Yosys is 145 µm².
- The DRC violations left is 0.
- Dividing the detail-routed via count by the number of cells gives 2.80.
- The hold violation count in the final report is 0.
- Buffers inserted to repair hold after CTS numbered 0.
- The placement summary gives the final routability congestion estimate as 0.677.
- The top-level port count is 22.
- The cell type contributing the most total cell area after synthesis is sky130_fd_sc_hd__nand2_1.
- The final core utilization is 0.159.
- In this run the full chip footprint comes out at 6400 µm².
- After global routing the overflow that remains totals 0.
- At the pin with the least slew margin, the transition time is 240 ps.
- The core area is 3420 µm².
- There are 0 flip-flops and latches.
- Traced cell by cell, the critical path runs through buf_6 > and4bb_2 > buf_4 > nand2_1 > dlygate4sd2_1.
- For this run, the number of Yosys warnings is 1.
- In this run the maximum-capacitance check reported violations numbering 0.
- The setup slack after layout is 29.5 ps.
- In the final layout, the share of cells above drive strength 1 is 0.569.
- The wire-length estimate of the detail-placed layout is 822 µm.
- The critical path is of the primary input to output port type.
- The power density of the placed cells is 148 nW/µm².
- Checking max transition, the worst relative margin is 0.839.
- The most frequently used library cell after synthesis is sky130_fd_sc_hd__nand2_1.
- The post-place instance area is 460 µm².
- The register area is 0 µm².
- The count of nets left with antenna violations once routing finished came out at 0.
- Once iteration 0 of detailed routing completed, the report listed 11 DRC markers.
- The number of antenna violations at the first check in global routing is 0.
- Counting tap cells, the placed design contains a total of 96 instances.
- The per-instance average area after synthesis is 6.31 µm².
- For this design the total switching power over the nets is 35.0 µW.
- The peak fanout along the critical path is 4.
- The share of synthesized area in the top cell type comes to 0.310.
- The share of total power dissipated in sequential elements is 0.
- The power report attributes to the clock group a share of 0.
- The max-slew violation count is 0.
- The pin count of the biggest net entering global routing is 6.
- According to the timing report, the data required time at the worst endpoint equals 1200 ps.
- The count of instantiated cells in the yosys netlist is 23.
- The routed layout has 291 vias.
- The filler-free cell count of the finished design is 104.
- Internal power comes to 45.5 µW.
- Antenna repair during routing inserted a diode count of 0.
- The via count of the first global-routing pass is 305.
- The leakage power is 0.200 nW.
- The placement report lists the number of port buffers as 22.
- The slowest stage cell on the critical path is sky130_fd_sc_hd__and4bb_2.
- The post-route fraction of the period consumed by the critical path is 0.980.
- The total length of routed wires is 1080 µm.
- The first global-routing pass estimated 1500 µm of wire.
- The category of the worst setup path capture point is an output port.
- Per the OpenROAD floorplan log, the width of the die is 80 µm.
- By area the synthesized netlist is led by sky130_fd_sc_hd__nand2_1, sky130_fd_sc_hd__nor4b_4, sky130_fd_sc_hd__nand3_1.
- The area growth from synthesis to layout is 275%.
- The fraction of power spent switching nets is 0.435.
- With fillers left out, the area of the finished cells amounts to 544 µm².
- The wire length per cell after detailed routing is 10.3 µm.
## final timing paths
path,cells after the start,startpoint,end,slack (ps)
setup / recovery,5,Enable1_bar,Y[14],30
hold / removal,3,A[0],Y[15],890
## power by group through the flow
stage	registers (mW)	logic, mW	clock network, mW
CTS	0	0.0770	0
finish	0	0.0805	0
global route	0	0.0873	0
## critical path, delay by kind of cell
family                 cells  cell delay, ps
buffers and inverters      3             480
AND/OR/NAND/NOR            2             390
## layout by cell type, fill, tap and decap left out, drive strengths merged
cell           count
clkbuf             3
nor2b              2
dlymetal6s2s       1
nand2             12
nor4b              2
nor2               1
nand3              4
buf               21
clkdlybuf4s15      5
dlygate4sd2        5
nor4               1
and4bb             1
## cell type report
class	count	area, µm²	share of cell area
repair buffers	35	292	0.536
well taps	46	57.6	0.106
multi-input cells	23	195	0.359
## cells by family (layout without fill, tap and decap cells)
group         count (synthesis)  in the layout  share of synthesized area
simple gates                 23             23                       1.00
buf+inv                       0             35                          0
## stage by stage
| stage | setup TNS [ps] | hold WS [ps] | power, mW |
|---|---|---|---|
| after detailed placement | -9070 | 1610 | 0.0595 |
| after CTS | -42.5 | 979 | 0.0770 |
| final | 0 | 895 | 0.0805 |
| after floorplan | 0 | 624 | 0.0136 |
| after global placement | -8840 | 1610 | 0.0587 |
| after global routing | -0.299 | 928 | 0.0873 |
## metal layers
metal / track usage / wire [µm]
met4: 0 / 0
met3: 0.0170 / 171
met2: 0.0474 / 465
met1: 0.0349 / 438
met5: 0 / 0
## repair_timing
| action | 4_1_cts | 5_1_grt |
|---|---|---|
| setup buffers | 8 | 0 |
| pin swaps | 9 | 3 |
| cloned | 0 | 0 |
| resized | 70 | 7 |
| setup endpoints to repair | 16 | 8 |
Power and IR drop assume default switching activity.

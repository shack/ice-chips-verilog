==> design.v <==
`timescale 1ns/1ps
`default_nettype none
module ttl_74138 #(parameter WIDTH_OUT = 8, WIDTH_IN = $clog2(WIDTH_OUT),
                   DELAY_RISE = 0, DELAY_FALL = 0)
(
  input Enable1_bar,
  input Enable2_bar,
  input Enable3,
  input [WIDTH_IN-1:0] A,
  output [WIDTH_OUT-1:0] Y
);
reg [WIDTH_OUT-1:0] computed;
integer i;
always @(*)
begin
  for (i = 0; i < WIDTH_OUT; i++)
  begin
    if (!Enable1_bar && !Enable2_bar && Enable3 && i == A)
      computed[i] = 1'b0;
    else
      computed[i] = 1'b1;
  end
end
assign #(DELAY_RISE, DELAY_FALL) Y = computed;
endmodule
==> run.sh <==
#!/bin/bash
# OpenROAD 26Q1-2900-gdf79404cd8, Yosys 0.63+post, stock flow scripts
make -C /OpenROAD-flow-scripts/flow DESIGN_CONFIG=/design/flow/config.mk WORK_HOME=/design/flow/orfs finish
==> config.mk <==
export PLATFORM = sky130hd
export DESIGN_NAME = ttl_74138
export DESIGN_NICKNAME = ttl_74138
export VERILOG_FILES = /design/flow/design.v
export SDC_FILE = /design/flow/constraint.sdc
export NUM_CORES = 4
export LEC_CHECK = 1
export CORE_AREA = 10 10 70 70
export DIE_AREA = 0 0 80 80
==> constraint.sdc <==
current_design ttl_74138

set clk_period 1.5
set clk_io_pct 0.2

create_clock -name clk0 -period $clk_period

set non_clock_inputs [all_inputs -no_clocks]
set_input_delay [expr $clk_period * $clk_io_pct] -clock clk0 $non_clock_inputs
set_output_delay [expr $clk_period * $clk_io_pct] -clock clk0 [all_outputs]
==> flow_summary.yaml <==
# generated from flow reports
final_timing:
  rsz0062_at_grt: "false"
  period_used_pct: 96.1
  min_period_ps: 1440
  worst_hold_slack_ps: 1010
  relSlewSlack_pct: 86.4
  fin_tns_setup_ps: 0
  setup_viol_count_final: 0
  slew_violations: 0
  max_slew.worst_pin.slew_ps: 203
  hold_viol: 0
  layout_setup_ws_ps: 58.9
  clock.fmax_mhz: 694
power:
  vdd_ir_drop_max_v: 0.0000197
  p_per_area_nw_per_um2: 127
  power.total_uw: 36.5
  p_leak_nw: 0.0911
global_routing:
  antenna_found_initial: 0
  grt_max_degree: 6
  grt_pass1_wl_um: 807
  overflow: 0
  track_usage_pct: 1.48
  grt_pass1_vias: 172
floorplanning:
  die_w_um: 80
  ios: 14
  dieArea_um2: 6400
  std_cell_rows: 21
  fp-utilization_pct: 2.42
  die_h_um: 80
  core_area_um2: 3420
setup_path:
  worstPathArrival_ps: 1140
  worst-path-max-fanout: 4
  critPathLaunchType: "primary input"
  critPathCaptureType: "output pin"
  crit_required_ps: 1200
  crit_type: "in -> out"
job:
  tool_warnings: 32
  maxCapViolCount: 0
cells_and_area:
  seq_area_um2: 0
  final_cell_mix: "7 x dlygate4sd2_1, 6 x nand2_1, 5 x buf_2, 3 x buf_4"
  stdcell_area_um2: 288
  fin_util_pct: 8.42
  n_fill_cell: 408
  clockBufferCount: 0
  seq_cell_count: 0
  lay_top_count: "dlygate4sd2_1"
  final_cells: 76
  syn2layout_area_growth_pct: 248
  drive_gt1_share_pct: 40.0
placed_design:
  place_inst: 75
  placed_area_um2: 295
  port_buffers: 14
  pre_cts_slack_ps: -427
  gp_congestion: 0.731
synth:
  top_cell_area_share_pct: 27.3
  yosys_warnings: 1
  top_cells_by_area: "nand2_1 27%, and3b_1 21%, nand4_1 15%"
  ys_types: 6
  top_area_cell: "nand2_1"
  syn_avg_cell_area_um2: 6.35
  ys_seq_share_pct: 0
  syn_area_um2: 82.6
  yosysChipArea_um2: 82.6
  ys_cells: 13
  postSynthCellCount: 13
drt:
  diodes: 0
  post_drt_wl_per_cell_um: 6.82
  antenna_left: 0
  vias_per_cell: 2.20
  drt_iter0_drc: 0
  drc: 0
  num_vias: 167
  drt-pass1-iter-count: 1
  routed_wl_um: 518
outcome:
  status: "finished, final reports clean"
worst_hold_path:
  hold_path.class: "in -> out"
clock_tree:
  cts_hold_buf: 0
==> critical path: stages <==
cell	delay, ps
buf_2	120
nor3_4	230
nand2_1	70
clkdlybuf4s50_1	410
==> synthesized netlist by cell type <==
| master | count |
|---|---|
| nor3b_2 | 1 |
| nand2_1 | 6 |
| nor3_2 | 1 |
| nor3b_1 | 1 |
| nand4_1 | 2 |
| and3b_1 | 2 |
==> area by class of cell <==
cell class | instances | area (um2) | share of cell area [%]
Timing Repair Buffer | 17 | 130 | 45.2
Tap cell | 46 | 57.6 | 20.0
Multi-Input combinational cell | 13 | 100 | 34.8
==> worst paths after layout <==
path	endpoint	from	slack [ps]	depth (start not counted)
setup / recovery	Y[2]	A[2]	60	4
hold / removal	Y[1]	A[2]	1010	4
==> logic make-up (layout without fill, tap and decap cells) <==
kind of cell / Yosys count / in the layout / synth area share, %
buffers and inverters: 0 / 17 / 0
and+or+nand+nor: 13 / 13 / 100
==> timing repair <==
action / 4_1_cts / 5_1_grt
gates resized: 36 / 0
hold endpoints to repair: 0 / 0
setup buffers: 1 / 0
setup endpoints to repair: 8 / 0
==> where the power goes <==
part           leakage (nW)  total (mW)  switching [mW]  internal [mW]
combinational        0.0911      0.0365          0.0162         0.0202
sequential                0           0               0              0
clock                     0           0               0              0
==> metal layers <==
metal	up-vias	share of wire (%)	track usage (%)
li1	85	-	-
met4	0	0	0
met5	-	0	0
met2	11	35	2.17
met1	71	47	1.98
met3	0	18	0.795
Power and IR drop assume default switching activity.
